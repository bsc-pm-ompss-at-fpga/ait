**config.mk**
```make
export PLATFORM = sky130hd
export DESIGN_NAME = bsc_axiu_hwcounter
export DESIGN_NICKNAME = bsc_axiu_hwcounter
export VERILOG_FILES = /design/flow/design.v
export SDC_FILE = /design/flow/constraint.sdc
export NUM_CORES = 4
export LEC_CHECK = 1
export CORE_UTILIZATION = 40
```
**constraint.sdc**
```tcl
current_design bsc_axiu_hwcounter

set clk_period 14.0
set clk_io_pct 0.2

create_clock -name clk0 -period $clk_period [get_ports {s_axi_aclk}]

set non_clock_inputs [all_inputs -no_clocks]
set_input_delay [expr $clk_period * $clk_io_pct] -clock clk0 $non_clock_inputs
set_output_delay [expr $clk_period * $clk_io_pct] -clock clk0 [all_outputs]
```
**design.v**
```verilog
module bsc_axiu_hwcounter #(
    parameter integer C_S_AXI_DATA_WIDTH = 32,
    parameter integer C_S_AXI_ADDR_WIDTH = 3
  )
  (
    (* X_INTERFACE_INFO = "xilinx.com:signal:clock:1.0 core_clk CLK" *)
    (* X_INTERFACE_PARAMETER = "ASSOCIATED_BUSIF S_AXI" *)
    input wire s_axi_aclk,
    (* X_INTERFACE_INFO = "xilinx.com:interface:aximm_rtl:1.0 S_AXI ARADDR"  *) input  wire [C_S_AXI_ADDR_WIDTH-1 : 0] s_axi_araddr,
    (* X_INTERFACE_INFO = "xilinx.com:interface:aximm_rtl:1.0 S_AXI ARVALID" *) input  wire                            s_axi_arvalid,
    (* X_INTERFACE_INFO = "xilinx.com:interface:aximm_rtl:1.0 S_AXI ARREADY" *) output wire                            s_axi_arready,
    (* X_INTERFACE_INFO = "xilinx.com:interface:aximm_rtl:1.0 S_AXI RDATA"   *) output wire [C_S_AXI_DATA_WIDTH-1 : 0] s_axi_rdata,
    (* X_INTERFACE_INFO = "xilinx.com:interface:aximm_rtl:1.0 S_AXI RRESP"   *) output wire [1 : 0]                    s_axi_rresp,
    (* X_INTERFACE_INFO = "xilinx.com:interface:aximm_rtl:1.0 S_AXI RVALID"  *) output wire                            s_axi_rvalid,
    (* X_INTERFACE_INFO = "xilinx.com:interface:aximm_rtl:1.0 S_AXI RREADY"  *) input  wire                            s_axi_rready
  );
  reg [C_S_AXI_ADDR_WIDTH-1 : 0] axi_araddr;
  reg                            axi_arready;
  reg [C_S_AXI_DATA_WIDTH-1 : 0] axi_rdata;
  reg [1 : 0]                    axi_rresp;
  reg                            axi_rvalid;
  localparam integer ADDR_LSB = (C_S_AXI_DATA_WIDTH/32) + 1;
  reg [63:0] counter = 64'd0;
  wire slv_reg_rden;
  reg [C_S_AXI_DATA_WIDTH-1:0] reg_data_out;
  assign s_axi_arready = axi_arready;
  assign s_axi_rdata   = axi_rdata;
  assign s_axi_rresp   = axi_rresp;
  assign s_axi_rvalid  = axi_rvalid;
  always @(posedge s_axi_aclk)
  begin
    if (~axi_arready && s_axi_arvalid)
    begin
      axi_arready <= 1'b1;
      axi_araddr <= s_axi_araddr;
      end
    else
    begin
      axi_arready <= 1'b0;
    end
  end
  always @(posedge s_axi_aclk)
  begin
    if (axi_arready && s_axi_arvalid && ~axi_rvalid)
    begin
      axi_rvalid <= 1'b1;
      axi_rresp  <= 2'b0;  
    end
    else if (axi_rvalid && s_axi_rready)
    begin
      axi_rvalid <= 1'b0;
    end
  end
    reg [31:0] upper;
  assign slv_reg_rden = axi_arready & s_axi_arvalid & ~axi_rvalid;
  always @(*)
  begin
    case ( axi_araddr )
      3'b000   : reg_data_out <= counter[31:0];
      3'b100   : reg_data_out <= upper;
      default  : reg_data_out <= 0;
    endcase
  end
  always @(posedge s_axi_aclk)
  begin
    if (slv_reg_rden)
    begin
      upper <= counter[63:32];
      axi_rdata <= reg_data_out;      
    end
  end
  always @(posedge s_axi_aclk)
  begin
    counter <= counter + 1;
  end
endmodule
```
**run.sh**
```bash
#!/bin/bash
# OpenROAD 26Q1-2900-gdf79404cd8, Yosys 0.63+post, stock flow scripts
make -C /OpenROAD-flow-scripts/flow DESIGN_CONFIG=/design/flow/config.mk WORK_HOME=/design/flow/orfs finish
```
==> impl_metrics.csv <==
group,metric,value,unit
cts,clock_latency,0.41,ns
global_route,grt.total_usage,16.2,%
place,portBuffers,39,
timing,slew_headroom,44.8,%
setup_path,r2r-start,"counter[0]",
die,chipArea,0.0132,mm2
setup_path,end_kind,"flip-flop",
routing,via_per_inst,5.10,
logic_synthesis,ys_top_logic_family,"simple AND/OR/NAND/NOR gates",
setup_path,setup.worst_path.start,"s_axi_arvalid",
hold_path,holdCritPathClass,"reg -> reg",
logic_synthesis,synth_flops,133,
status,status,"finished, final reports clean",
cts,ctsHtreeMaxLevel,4,
setup_path,crit_end,"upper[23]",
routing,antenna_left,0,
cts,post-cts-setup-buffer-count,0,
logic_synthesis,ys_sh_aoi,5.51,%
final_layout,fin_area,0.00628,mm2
die,die_x,115,um
pwr,swShare,18.3,%
pwr,p_int,0.000708,W
die,core_area,0.0122,mm2
setup_path,arrival,4.13,ns
logic_synthesis,muxShareOfSynthArea,0.196,%
global_route,grt_max_degree,65,
timing,maxSlewViolCount,0,
cts,clk_pin_slew_worst_paths,0.05,ns
place,dpl_cell_area,0.00568,mm2
job,maxCapViolations,0,
logic_synthesis,ys_area,0.00510,mm2
final_layout,final_cell_count_no_fill,623,
pwr,p_switching,0.000159,W
setup_path,r2r_cells,6,
die,initCoreUtil,41.8,%
timing,fmax,244,MHz
pwr,total_leakage_power,2.22,nW
logic_synthesis,yosysSeqAreaShare,65.3,%
pwr,combPwrFrac,1.9,%
global_route,antenna_found_initial,0,
final_layout,fin_util,51.4,%
logic_synthesis,ys_cells,391,
pwr,seqPwrFrac,48.1,%
setup_path,reg2reg_slack,11.50,ns
logic_synthesis,yosys.area_share.adder,0.245,%
timing,finalSetupViolCount,0,
setup_path,required,14.03,ns
cts,clk_path_buf_depth,2,
setup_path,r2r-end,"counter[52]",
logic_synthesis,ys_warn_count,1,
setup_path,cp_max_fo,64,
cts,clkSinkCount,133,
logic_synthesis,ys_sh_simple,16.2,%
setup_path,cpMaxStageDelayCell,"buf_4",
routing,drc,0,
pwr,clkPwrFrac,50.1,%
job,tool_warnings,25,
setup_path,setup.worst_path.class,"in -> reg",
setup_path,critPathTopFamily,"buffers and inverters",
timing,finClkSkew,0.00536,ns
die,rows,40,
global_route,overflow,0,
global_route,grt_pass1_wl,15.5,mm
global_route,grt_pass1_vias,3047,
pwr,ir_drop,0.0771,mV
cts,root_buffer,"clkbuf_16",
routing,vias,3180,
logic_synthesis,syn_avg_cell_area,13.1,um2
die,die_height,115,um
logic_synthesis,ys_sh_xor,10.6,%
cts,post_cts_resize_count,0,
setup_path,critPathLaunchType,"primary input",
setup_path,crit_chain,"clkdlybuf4s50_1 -> nand2_1 -> nor2_4 -> buf_4",
timing,rsz0062_at_grt,"false",
die,io_pins,42,
place,dp_hpwl,6.30,mm
timing,fin_ws,9.91,ns
setup_path,cp_num_cells,4,
setup_path,worst-path-buf-inv,2,
logic_synthesis,synth_cell_types,35,
routing,diodes,0,
place,dpl.cell_count,591,
timing,finalHoldViolations,0,
setup_path,slowest_delay,0.62,ns
final_layout,drive_gt1_share,10.1,%
pwr,pwr_density_cell,138,mW/mm2
cts,cts_tree,"done",
logic_synthesis,synth_area,0.00510,mm2
timing,min_period,4.09,ns
timing,tightest_slew,0.821,ns
routing,wire_per_inst,15.3,um
routing,firstDrtPassIters,4,
place,globalplace.congestion,0.869,
cts,numCtsBuffers,17,
routing,drt-initial-drc-count,177,
logic_synthesis,netlist_instances,391,
timing,setup_tns,0,ns
place,place_ws,9.47,ns
timing,min_period_over_period,29.2,%
routing,wl,9.56,mm
final_layout,syn_to_final_growth,23.1,%
cts,post_cts_hold_buffer_count,0,
-- synth_stat cells (all sizes together) --
cell type   n  share of area, %
or4         3              0.51
a22o       32               5.5
nand2      21               1.5
and3       13               1.7
nor2b       1              0.12
mux2i       1              0.20
nand4      32               4.0
or3         2              0.27
and4bb      1              0.32
xor2       22               3.8
and2        6              0.74
edfxtp     67                39
dfxtp      66                26
nor4        6               1.0
conb        1             0.073
and4        5              0.86
ha          1              0.25
nand3      24               2.4
xnor2      40               6.9
or2         1              0.12
nor3b       2              0.29
inv         8              0.59
buf         4              0.74
nor2       15               1.1
nor3       10               1.2
clkbuf      7              0.54
-- cells in the final DEF, fill, tap and decap left out, drive strengths merged, types with 3 or more instances in the layout --
master | synthesis | routed
or4 | 3 | 3
nor3 | 10 | 10
and3 | 13 | 13
and2 | 6 | 6
clkinv | 0 | 3
nand2 | 21 | 21
nand3 | 24 | 24
clkbuf | 7 | 24
a22o | 32 | 32
clkinvlp | 0 | 3
nor4 | 6 | 6
xnor2 | 40 | 40
dfxtp | 66 | 66
edfxtp | 67 | 67
buf | 4 | 3
xor2 | 22 | 22
nor2 | 15 | 15
nand4 | 32 | 32
inv | 8 | 8
clkdlybuf4s50 | 0 | 39
and4 | 5 | 5
-- stage by stage --
| step | power [W] | hold slack [ns] |
|---|---|---|
| 3_3_place_gp | 0.000441 | 0.435 |
| 6_report | 0.000866 | 0.455 |
| 5_1_grt | 0.000895 | 0.464 |
| 3_5_place_dp | 0.000441 | 0.441 |
| 2_1_floorplan | 0.000430 | 0.406 |
| 4_1_cts | 0.000874 | 0.456 |
-- worst min path at each step --
stage                from    endpoint  slack (ns)  cells past startpoint
CTS            counter[0]  counter[0]        0.46                      1
global route  counter[63]   upper[31]        0.46                      0
finish         counter[0]  counter[0]        0.46                      1
-- cell type report --
class,instances,area [um2]
Fill cell,1002,5930
Sequential cell,133,3330
Timing Repair Buffer,42,413
Tap cell,168,210
Clock inverter,8,96.3
Multi-Input combinational cell,240,1700
Inverter,8,30.0
Clock buffer,24,502
-- routing by layer --
layer / share of wire, % / GRT usage (%) / up-vias
met2: 46 / 24.6 / 97
met3: 5.6 / 4.56 / 12
li1: - / - / 1559
met1: 47 / 25.3 / 1512
met4: 1.5 / 2.16 / 0
met5: 0 / 0 / -
-- cells by family after synthesis --
group | after synthesis
other | 1
flip-flops | 133
AND/OR/NAND/NOR | 142
AND-OR/OR-AND | 32
XOR/XNOR | 62
adder cells (fa/ha/maj) | 1
multiplexers | 1
buffers and inverters | 19
-- power by group through the flow --
| stage | clock network [W] | registers [W] | logic (W) |
|---|---|---|---|
| finish | 0.000434 | 0.000417 | 0.0000161 |
| CTS | 0.000441 | 0.000417 | 0.0000164 |
| global route | 0.000461 | 0.000417 | 0.0000176 |
-- sequential cells by signal, summed over array words and instances, names as in the netlist --
signal and cells:
axi_rdata 32, upper 32, axi_arready 1, axi_rvalid 1, axi_araddr 3, counter 64
Power figures rest on the tool's default switching activity, not on a simulated workload.
